==> /design/flow/config.mk <==
export PLATFORM = sky130hd
export DESIGN_NAME = Registers
export DESIGN_NICKNAME = Registers
export VERILOG_FILES = /design/flow/design.v
export SDC_FILE = /design/flow/constraint.sdc
export NUM_CORES = 4
export LEC_CHECK = 1
export CORE_UTILIZATION = 30
==> /design/flow/constraint.sdc <==
current_design Registers

set clk_period 9.6
set clk_io_pct 0.2

create_clock -name clk0 -period $clk_period [get_ports {clk}]

set non_clock_inputs [all_inputs -no_clocks]
set_input_delay [expr $clk_period * $clk_io_pct] -clock clk0 $non_clock_inputs
set_output_delay [expr $clk_period * $clk_io_pct] -clock clk0 [all_outputs]
==> /design/flow/design.v <==
`timescale 1ns/1ps
module Registers (
	input clk,
	input regwrite,		 
	input [31:0] write_data,
	input [4:0] addr_1,
	input [4:0] addr_2,
	input [4:0] addr_write_reg,
	output [31:0] read_data_1,
	output [31:0] read_data_2
);
reg [31:0] regfile [0:31];
always @(negedge clk) begin
	regfile[0] <= 32'b0;	 
	if (regwrite) regfile[addr_write_reg] <= write_data;
end
assign read_data_1 = regfile[addr_1];
assign read_data_2 = regfile[addr_2];
endmodule
==> /design/flow/run.sh <==
#!/bin/bash
# OpenROAD 26Q1-2900-gdf79404cd8, Yosys 0.63+post, stock flow scripts
make -C /OpenROAD-flow-scripts/flow DESIGN_CONFIG=/design/flow/config.mk WORK_HOME=/design/flow/orfs finish
==> ci_impl_report.md <==
## PnR job results

| Metric | Value |
|---|---|
| Largest net degree at the start of global routing | `91` |
| Largest stage delay, worst path | `~0.50 ns` |
| Setup TNS | `0 ns` |
| Cell Type Count | `28` |
| CTS Hold Bufs | `0` |
| Setup bufs post-CTS | `0` |
| Crit-path cells | `mux2i_1 > a22o_1 > nor3_1 > a31oi_1 > nand3_1 > clkdlybuf4s50_1` |
| Largest register FFs | `1024` |
| DIE WIDTH | `between 400 and 500 um` |
| Tot GR Track Use | `19.2%` |
| Worst path bufs/invs | `1` |
| Pwr/cell area | `slightly below 200 nW/um^2` |
| Tot Pwr | `12.0 mW` |
| Dominant cell area share | `between 60% and 70%` |
| Number of vias per cell | `roughly 5.0` |
| Port Buffers | `roughly 110` |
| Tool warnings | `1027` |
| Largest Register | `regfile` |
| Leakage | `about 26 nW` |
| Critical Path Fanout Max | `2` |
| First-pass GRT wire length | `around 220 mm` |
| Drt total wl | `150 mm` |
| Regs by FF count | `regfile: 1024 flops` |
| Worst rel slew slack | `46.4%` |
| Synth Warn # | `1` |
| TritonCTS clock tree | `yes` |
| Most frequent cells in the layout | `inv_1, mux2i_1, edfxtp_1` |
| Synth Instances | `3422` |
| Synth Cell Area | `48700 um^2` |
| Syn-to-layout area delta | `24.0%` |
| Worst Path Class, Setup | `reg2out` |
| CTS max path bufs | `3` |
| Hold crit path type | `in2out` |
| Ys flops | `1024` |
| Top-level I/O count | `around 110` |
| Max H-tree Level | `3` |
| Setup Viol. Count Final | `0` |
| Final ANT Viol Nets | `0` |
| Worst path arrival time | `7.42 ns` |
| Unrepaired setup endpoints after global routing | `false` |
| Num rows | `147` |
| Post-DP HPWL | `between 80 and 90 mm` |
| Yosys top cell by area | `edfxtp_1` |
| Critical Path Start Type | `flop` |
| Chip height | `about 400 um` |
| Worst path top cell family by delay | `AND-OR/OR-AND gates` |
| Run status | `complete, no violations` |
| Fill cells | `14.9k` |
| Clock Pin Slew Worst Setup and Hold Paths | `about 0.030 ns` |
| Routed length per instance | `about 22 um` |
| Area reported by Yosys stat | `slightly below 50000 um^2` |
| DRT iter0 DRCs | `2216` |
| Mean Syn Cell Area | `14.2 um^2` |
| Clk sink count | `~1.0k` |
| Drt pass-1 iters | `5` |
| Cell count after placement | `about 5.6k` |
| Max-cap check violation count | `0` |
| Antenna violations before repair | `6` |
| Gr ovfl total | `0` |
| Synth Seq Share | `62.5%` |
| Vias in the first global route | `between 30k and 40k` |
| CTS Root Buffer Type | `clkbuf_16` |
| Worst Path Required | `approximately 7.7 ns` |
| Worst Tran Pin Value | `between 0.8 and 0.9 ns` |
| Yosys cell count | `approximately 3.4k` |
| Top area cell types | `edfxtp_1, mux2i_1, a22oi_1` |
| VDD IR max | `approximately 0.00016 V` |
| RePlAce Congestion | `between 0.8 and 0.9` |
| Post-CTS sizing | `0` |
| Vias | `roughly 34k` |
| Hold Vio Cnt, Final | `0` |
| Fin cells | `roughly 6.8k` |
| Die area | `between 150000 and 200000 um^2` |
| FP Util | `between 30% and 40%` |
| DRC | `0` |
| Total CTS buffers | `around 110` |
| Layout cells sized above 1 | `roughly 7.9%` |
| Slew Limit Fails | `0` |
| Core Box Area | `161000 um^2` |
| Worst path slowest cell | `clkdlybuf4s50_1` |
| Worst setup EP type | `output pin` |
| Most frequent logic cell in the layout | `inv_1` |
==> worst paths after layout <==
path / startpoint / to / slack [ns] / depth (start not counted)
setup / recovery: regfile[2][11] / read_data_1[11] / 0.26 / 6
hold / removal: addr_1[1] / read_data_1[20] / 5.24 / 6
==> layer usage <==
layer  GRT usage (%)  wire length, um  up-vias
met1            22.2            55900    16400
met2            28.2            70300     1723
met3            12.3            18900      285
met5            1.01              249        -
li1                -                -    15700
met4            8.55             4780       16
==> cells in the mapped netlist (all sizes together) <==
cell / n
mux2i: 1024
edfxtp: 992
nand2: 195
nand3: 194
a21oi: 192
a22oi: 192
buf: 178
a22o: 128
clkbuf: 78
a31oi: 64
nor3: 64
nor2: 35
and2: 34
dfxtp: 32
nand3b: 5
nand2b: 4
nor2b: 4
or3b: 3
or2: 2
inv: 1
or3: 1
==> power breakdown <==
group	switching [mW]	internal [mW]	total [mW]
sequential	0.0211	5.00	5.02
clock	2.78	3.23	6.01
combinational	0.585	0.349	0.934
total	3.39	8.57	12.0
==> cell type report <==
cell class | instances | area (um^2) | area share [%]
Sequential cell | 1024 | 30400 | 50.4
Tap cell | 2160 | 2700 | 4.48
Timing Repair Buffer | 250 | 2550 | 4.24
Clock buffer | 118 | 2950 | 4.89
Multi-Input combinational cell | 2141 | 17000 | 28.1
Clock inverter | 1111 | 4700 | 7.80
Antenna cell | 1 | 2.50 | 0.00415
==> stage by stage <==
step                util (%)  setup WS, ns  hold WS (ns)  area (um^2)
floorplan                  -         0.562          4.10        48700
global placement        32.8         0.628          5.22        52700
detailed placement      32.8         0.601          5.24        52700
CTS                     37.5         0.292          5.24        60300
global route            37.5         0.150          5.32        60300
finish                  37.5         0.263          5.24        60300
==> cell families (layout without fill, tap and decap cells) <==
logic type,count (synthesis),count (layout),share of synthesized area (%)
DFF,1024,1024,62.5
other,0,1,0
AOI/OAI and AO/OA,576,576,8.06
buffers and inverters,257,1479,3.20
muxes,1024,1024,21.1
and+or+nand+nor,541,541,5.14
==> worst min-delay path: stages <==
cell             delay (ns)
buf_8                  0.23
mux2i_1                0.23
nand2_1                0.07
nand3_1                0.18
nand3_1                0.20
clkdlybuf4s50_1        0.46
Power is estimated from default activity; no workload was simulated.
