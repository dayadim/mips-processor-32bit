==> /design/flow/design.v <==
module ID_EX_reg(
	input clk,
	input rst,
	input [1:0] WB_in,
	input [1:0] M_in,
	input [3:0] EX_in,
	input [31:0] data_r1,
	input [31:0] data_r2,
	input [31:0] signExt_in,
	input [4:0] rt,
	input [4:0] rd,
	input [4:0] rs,
	output [1:0] WB_out,
	output [1:0] M_out,
	output [3:0] EX_out,
	output [31:0] data_r1_out,
	output [31:0] data_r2_out,
	output [31:0] signExt_out,
	output [4:0] rt_out,
	output [4:0] rd_out,
	output [4:0] rs_out
);
reg [118:0] pipeline_data;
always @(posedge clk) begin
	if (rst) pipeline_data <= 119'b0;
	else pipeline_data <= {WB_in, M_in, EX_in, data_r1, data_r2, signExt_in, rt, rd, rs};
end
assign {WB_out, M_out, EX_out, data_r1_out, data_r2_out, signExt_out, rt_out, rd_out, rs_out} = pipeline_data;
endmodule
==> /design/flow/run.sh <==
#!/bin/bash
# OpenROAD 26Q1-2900-gdf79404cd8, Yosys 0.63+post, stock flow scripts
make -C /OpenROAD-flow-scripts/flow DESIGN_CONFIG=/design/flow/config.mk WORK_HOME=/design/flow/orfs finish
==> /design/flow/config.mk <==
export PLATFORM = sky130hd
export DESIGN_NAME = ID_EX_reg
export DESIGN_NICKNAME = ID_EX_reg
export VERILOG_FILES = /design/flow/design.v
export SDC_FILE = /design/flow/constraint.sdc
export NUM_CORES = 4
export LEC_CHECK = 1
export CORE_AREA = 10 10 147 147
export DIE_AREA = 0 0 157 157
==> /design/flow/constraint.sdc <==
current_design ID_EX_reg

set clk_period 1.0
set clk_io_pct 0.2

create_clock -name clk0 -period $clk_period [get_ports {clk}]

set non_clock_inputs [all_inputs -no_clocks]
set_input_delay [expr $clk_period * $clk_io_pct] -clock clk0 $non_clock_inputs
set_output_delay [expr $clk_period * $clk_io_pct] -clock clk0 [all_outputs]
==> CHANGELOG.md <==
### Implementation results

- Yosys stat area: 0.003221 mm^2
- RSZ-0062 raised after global routing: yes
- Fill cells: 1,868
- First-pass GRT wire length: 15.79 mm
- CORE AREA: 0.01858 mm^2
- Clk root buf: clkbuf_16
- Post-layout min period: 1.032 ns
- Slew Viols, Final: 0
- Rows: 50
- VDD IR max: 1.347 mV
- Crit path launch: pipeline_data[99]
- Initial Util: 17.33%
- Min-Delay Path Class: input pin to flop
- Clk pwr share: 52.4%
- Number of synthesized flops with an enable pin: 0
- Die W: 157 um
- Mapped cell area: 0.003221 mm^2
- Vias/cell: 3.420
- DRC viols: 0
- Cell type with the largest total area: dfxtp_1
- Status: complete, but fails checks
- Pin count of the biggest net entering global routing: 49
- Cells after synthesis: 251
- Crit. End Element: output pin
- DRT iter0 DRCs: 68
- Internal power: 10.19 mW
- Pwr Density: 2119 mW/mm^2
- # hold bufs at CTS: 0
- CP Launch Type: flop
- Total track usage: 8.493%
- Layout cells sized above 1: 33.14%
- Clock-pin slew on the worst setup and hold paths: 0.05 ns
- Detailed placement HPWL: 8.772 mm
- Delay of the slowest cell on the worst path: 0.32 ns
- Net Sw Frac: 19.21%
- Post-Route WL: 11.06 mm
- Worst hold slack: 0.05961 ns
- WS Path Type: flop to output pin
- CTS max path bufs: 2
- I/O Buffers: 239
- TritonRoute pass-1 iters: 4
- Largest regs: pipeline_data (119)
- Number of flip-flops in the largest register: 119
- Max cap viols: 0
- ANT nets after route: 0
- YS warnings: 1
- Ys async rst share: 0%
- Sequential fraction of the synthesis area: 73.97%
- Bufs and invs on worst path: 1
- Post-CTS setup buffers: 0
- Clock Sinks: 119
- Synthesized area per cell: 12.83 um^2
- Hold Startpoint: rst
- Synth Register Bits: 119
- Area Overhead vs Synth: 84.89%
- Yosys Instances: 251
- Fmax: 969.0 MHz
- Combinational power share: 7.5%
- Final setup fails: 65
- TritonCTS buffer count: 17
- Worst Path Required: 0.80 ns
- OpenROAD warnings: 27
- WL/cell: 14.75 um
- H-tree depth: 4
- Hold Fails Final Rpt: 0
- Top Ports: 240
- Critical path, cell by cell: buf_6
- Via count: 2,565
- Synth area leaders: dfxtp_1, nor2b_1, buf_4, buf_2, buf_6
- DIE HEIGHT: 157 um
- Reg with most FFs: pipeline_data
- Grt ovf: 0
- Period utilization: 103.2%
- CP top delay family: flip-flops
- Crit path DAT: 0.83 ns
- Clock tree from TritonCTS: yes
- Tot Pwr: 12.62 mW
- Synth Flop Type: dfxtp_1
- Post-DP Area: 0.005864 mm^2
- Finished Cell Area: 0.005954 mm^2
- Failing checks: negative setup slack
- Post-layout util: 32.05%
- Setup ws final: -0.03202 ns
- Max-slew headroom: 83.89%
- Synth top area share: 73.97%
- Slew @ Worst Pin: 0.2416 ns
- Yosys cell types: 5
- Synth top cells by count: dfxtp_1, nor2b_1, buf_4
- Full die area: 0.02465 mm^2
- Vias in the first global route: 2,689
- CP max FO: 1
- Initial antenna violation count: 6
- Reg power frac: 40.1%
- Critical Path Slowest Stage Cell: dfxtp_2
- Sw power: 2.424 mW
- Placer Congestion: 0.7665
- P_leak: 2.639 nW
-- routing by layer --
metal | wire (um) | up-vias | global-route usage [%]
met2 | 4528 | 162 | 11.98
met1 | 4203 | 1123 | 9.450
met3 | 2127 | 14 | 7.812
met4 | 161 | 6 | 1.258
met5 | 41 | - | 0
li1 | - | 1260 | -
-- worst paths after layout --
kind,endpoint,slack [ns],depth (start not counted)
worst max-delay path,data_r1_out[20],-0.03,1
worst min-delay path,pipeline_data[63],0.06,2
-- per-stage QoR --
step                TNS (ns)  cells  setup slack [ns]
finish               -0.5033    750          -0.03202
global route          -6.193    747          -0.07728
CTS                   -3.819    747          -0.06578
detailed placement  -0.06613    715          -0.03359
global placement    -0.05157    715          -0.03191
floorplan                  0    251            0.3248
-- repair_timing --
item                       in CTS  in global routing
cloned                          0                  0
resized                       390                  5
setup endpoints to repair     119                119
pin swaps                       0                  0
-- logic make-up (layout without fill, tap and decap cells) --
family	count (synthesis)	in the layout	synth area share (%)
other	0	3	0
AND/OR/NAND/NOR	119	119	23.12
flip-flops	119	119	73.97
buffers and inverters	13	275	2.913
-- power groups by stage --
stage | registers, mW | clock network (mW) | logic (mW)
4_1_cts | 5.06 | 6.85 | 0.971
5_1_grt | 5.08 | 7.06 | 1.04
6_report | 5.06 | 6.62 | 0.942
-- cell type report --
cell class | count | area (um^2) | share of cell area [%]
sequential | 119 | 2402 | 40.34
timing repair buffer | 243 | 1862 | 31.27
multi-input combinational | 119 | 744.5 | 12.50
clock buffer | 20 | 446.7 | 7.502
tap | 234 | 292.8 | 4.917
clock inverter | 12 | 198.9 | 3.341
antenna | 3 | 7.507 | 0.1261
-- cell usage in the layout, fill, tap and decap left out, types with 2 or more instances in the layout --
cell type and n:
buf_12 2, nor2b_1 119, dfxtp_2 16, clkbuf_16 17
clkbuf_1 2, buf_2 117, buf_6 2, buf_4 3
clkdlybuf4s50_1 119, clkinv_2 3, bufinv_16 5, dfxtp_1 103
clkinv_4 2, diode_2 3
No activity file was given, so power comes from the tool's default toggle rates.
