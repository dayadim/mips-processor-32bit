`design/flow/constraint.sdc`:
```
current_design ExMemReg

set clk_period 1.0
set clk_io_pct 0.2

create_clock -name clk0 -period $clk_period [get_ports {clk}]

set non_clock_inputs [all_inputs -no_clocks]
set_input_delay [expr $clk_period * $clk_io_pct] -clock clk0 $non_clock_inputs
set_output_delay [expr $clk_period * $clk_io_pct] -clock clk0 [all_outputs]
```
`design/flow/design.v`:
```
module ExMemReg(
output [1:0] WBOut, MemOut,
output [31:0] ALUOut, WriteOut,
output [4:0] RegdOut,
input [1:0] WBIn, MemIn,
input [31:0] ALUIn, WriteIn,
input [4:0] RegdIn,
input clk, reset);
  reg [72:0] pipelined_data;
  always @(posedge clk) begin
    if (reset == 1'b1)begin
      pipelined_data <= 0;
    end
    else begin
      pipelined_data <= {WBIn, MemIn, ALUIn, WriteIn, RegdIn};
    end
  end
  assign {WBOut, MemOut, ALUOut, WriteOut, RegdOut} = pipelined_data;
endmodule
```
`design/flow/run.sh`:
```
#!/bin/bash
# OpenROAD 26Q1-2900-gdf79404cd8, Yosys 0.63+post, stock flow scripts
make -C /OpenROAD-flow-scripts/flow DESIGN_CONFIG=/design/flow/config.mk WORK_HOME=/design/flow/orfs finish
```
`design/flow/config.mk`:
```
export PLATFORM = sky130hd
export DESIGN_NAME = ExMemReg
export DESIGN_NICKNAME = ExMemReg
export VERILOG_FILES = /design/flow/design.v
export SDC_FILE = /design/flow/constraint.sdc
export NUM_CORES = 4
export LEC_CHECK = 1
export CORE_UTILIZATION = 50
```
==> run notes <==
yosys + openroad results -> yosys cell count=154, Seq share, synth=72.8%, number of port buffers=147, Yosys warning count=1, distinct lib cells=3, I/O pins=148, Err=[ERROR DPL-0036] Detailed placement failed., Synthesized registers=73, Initial Utilization=53.6%, GP Congestion=0.732, row count=22, Synth Cell Area=2010 sq um, status=did not finish, die height=65.4 microns, Post-synth area hogs=dfxtp_1, nor2b_1, buf_6, area leader, netlist=dfxtp_1, syn avg cell area=13.0 sq um, Last stage=detailed placement, Die Wd=65.4 microns, chip area in the Yosys report=2010 sq um, Area leader share=72.8%, Post-Synthesis Cells=154
Yosys cell counts:
library cell and count:
nor2b_1 73, dfxtp_1 73, buf_6 8
per-stage QoR:
stage             cell area, sq um  cells  hold WS [ns]
floorplan                     2010    154         0.328
global placement              3490    344         0.631
cells by family after synthesis:
kind of cell | synth area share (%)
flip-flops | 72.8
AND/OR/NAND/NOR | 22.7
buffers and inverters | 4.49
